===== design.v =====
module add #(
    parameter int DATA_WIDTH = 32,
    parameter type data_t  = logic[DATA_WIDTH-1:0]
) (
    input   logic   clk,
    input   logic   reset_n,
    input   logic   op_type,     
    input   data_t  arg1,
    input   data_t  arg2,
    output  data_t  res,
    output  logic   ov
);
    always_ff @(posedge clk) begin
        if(~reset_n) begin
            {ov, res} <= '0;
        end
        else begin
            {ov, res} <= op_type ? arg1 + arg2 : arg1 - arg2;
        end
    end
endmodule

===== run.sh =====
#!/bin/bash
# OpenROAD 26Q1-2900-gdf79404cd8, Yosys 0.63+post, stock flow scripts
make -C /OpenROAD-flow-scripts/flow DESIGN_CONFIG=/design/flow/config.mk WORK_HOME=/design/flow/orfs finish

===== config.mk =====
export PLATFORM = sky130hd
export DESIGN_NAME = add
export DESIGN_NICKNAME = add
export VERILOG_FILES = /design/flow/design.v
export SDC_FILE = /design/flow/constraint.sdc
export NUM_CORES = 4
export LEC_CHECK = 1
export CORE_UTILIZATION = 50
export SYNTH_HDL_FRONTEND = slang

===== constraint.sdc =====
current_design add

set clk_period 12.0
set clk_io_pct 0.2

create_clock -name clk0 -period $clk_period [get_ports {clk}]

set non_clock_inputs [all_inputs -no_clocks]
set_input_delay [expr $clk_period * $clk_io_pct] -clock clk0 $non_clock_inputs
set_output_delay [expr $clk_period * $clk_io_pct] -clock clk0 [all_outputs]

==> ci_impl_report.md <==
### Metrics collected by this job

| Metric | Value |
|---|---|
| I/O pin total | `100` |
| Peak supply drop | `0.08183 mV` |
| Critical Path Max Stage Delay | `0.55 ns` |
| Register area | `660.6 sq um` |
| Tcrit/Tclk final | `53.32%` |
| Post-synthesis cell type count | `55` |
| Pins Over Slew Limit | `0` |
| Most common cell in the netlist | `nor2_1` |
| GPL Wtd Cong | `0.9418` |
| Antenna Violating Nets Remaining | `0` |
| Post-route non-filler standard cell count | `615` |
| P per Cell Area | `103.6 nW/um^2` |
| Cell Area, Synth | `3319 sq um` |
| Total GRT Usage | `26.82%` |
| Vias in the first global route | `3,168` |
| Synth Warn # | `0` |
| #FFs+latches synth | `33` |
| Share of post-route cells with drive strength above 1 | `3.346%` |
| Startpoint types | `primary input` |
| Worst min path class | `primary input to flop` |
| Top Family by Delay on Critical Path | `simple AND/OR/NAND/NOR gates` |
| Gr ovfl total | `0` |
| Biggest area cells | `dfxtp_1 (20%), ha_1 (13%), xor2_1 (9.5%), nor2_1 (8.1%), a21oi_1 (7.1%)` |
| Clock sink total | `33` |
| Yosys adder share | `13.42%` |
| Die ar. | `6969 sq um` |
| Top_reg_cell synth | `dfxtp_1` |
| Xor+xnor area frac | `13.72%` |
| Post-CTS Setup Bufs | `0` |
| Critical-path top delay cell | `or4_4` |
| RSZ-0062 raised after global routing | `false` |
| Tot Pwr | `460.9 uW` |
| Multi-input gate area | `2554 sq um` |
| Die Height | `83.48 um` |
| Fmax | `0.1563 GHz` |
| OpenROAD warning count | `27` |
| Iteration-0 DRC count of the detailed router | `295` |
| Fraction of registers with async set/reset | `0%` |
| Row count | `29` |
| Core Util at FP | `51.98%` |
| Area fraction in mux cells | `1.545%` |
| Clock Tree Buf Depth | `2` |
| Clock transition at path regs | `0.07 ns` |
| Crit path top cell by count | `or3_1` |
| AO/OA Area Share | `23.29%` |
| Max Cap Viol | `0` |
| Clk root buf | `clkbuf_8` |
| Total clock buffers created by CTS | `5` |
| Yosys stat area | `3319 sq um` |
| WL/cell | `14.75 um` |
| Largest logic family | `simple AND/OR/NAND/NOR gates` |
| Post-synth top area cell | `dfxtp_1` |
| Min Tclk post-route | `6.399 ns` |
| Pre-CTS setup slack | `5.328 ns` |
| Hold-fix buffers, CTS | `0` |
| # setup viols final | `0` |
| Maximum net fanout on the critical path | `9` |
| First-pass GRT wire length | `14,970 um` |
| Static leakage | `0.001859 uW` |
| Final Hold Violation Tally | `0` |
| Fillers | `511` |
| Core Region | `6386 sq um` |
| Number of enable flip-flop cells | `0` |
| Yosys simple share | `24.95%` |
| Dpl hpwl | `7459 um` |
| Area growth from synthesis to layout | `34.00%` |
| # DRC | `0` |
| Placed cells | `607` |
| Max-slew headroom | `42.45%` |
| DIE WIDTH | `83.48 um` |
| Post-synth top cells | `nor2_1 (72), a21oi_1 (47), xor2_1 (36), ha_1 (34)` |
| Port bufs | `99` |
| Crit path capture type | `flop` |
| Register share after synthesis | `19.90%` |
| Htree depth | `2` |
| Drt pass-1 iters | `5` |
| Yosys cell count | `444` |
| Critical path type | `primary input to flop` |
| Cells after Synth | `444` |
| Initial antenna violation count | `0` |
| Post-synth top area share | `19.90%` |
| Setup TNS | `0 ns` |
| Status | `finished, final reports clean` |
| Worst Path Required | `12.17 ns` |
| Worst slew pin tran | `0.8632 ns` |
| Buf/Inv on CP | `1` |
| Routed wire length | `9070 um` |
| Worst-path cell chain | `clkdlybuf4s50_1, or4_4, or3_4, nor4_4, nor3b_1, and2b_1, a21oi_1, xor2_1, ha_1, nand4_1, or3_1, or3_1, o21bai_1, xnor2_1, nor2_1` |
| Final setup margin | `5.601 ns` |
| Vias | `3,482` |
| ANT cells | `0` |
| Maximum number of pins on one net before global-route repair | `33` |
| Critical path data arrival time | `6.57 ns` |
| Resize count post-CTS | `0` |
| Vias per inst | `5.662` |
| Syn Area/Cell | `7.476 sq um` |
| CTS tree | `done` |
[cell type report]
type                       count  area share, %
sequential                    33          14.85
clock buffer                   6          1.632
timing repair buffer         101          22.62
tap                           77          2.166
multi-input combinational    383          57.41
inverter                      13          1.097
clock inverter                 2         0.2250
[flip-flops by register name, summed over array words and instances (netlist names)]
signal  flops
res        32
ov          1
[cell usage in the layout, fill, tap and decap left out, drive strengths merged, types with 2 or more instances in the layout]
master         instances
mux2i                  4
nor2                  72
inv                   12
nor3b                  2
a21boi                 3
a211o                  2
o21ai                 16
nand4                  8
nor2b                  2
xor2                  36
or3                    4
o21a                   6
dfxtp                 33
clkdlybuf4s50         99
a21o                  14
nor3                  13
and2                   6
and3                   3
o21bai                 5
o211ai                 2
clkbuf                 6
o221ai                 3
clkinv                 3
ha                    34
nand2b                 6
xnor2                 16
nand2                 33
a21oi                 47
buf                    2
nor4                   5
nand3                  9
o31ai                  2
a221oi                 2
a31oi                  8
[kinds of logic after synthesis]
kind of cell | Yosys count
and+or+nand+nor | 169
muxes | 5
DFF | 33
xor gates and xnor gates | 52
adders and majority gates | 35
AOI/OAI and AO/OA | 122
buffers and inverters | 28
[metrics by stage]
stage | area [sq um] | util, % | hold WS, ns
after floorplan | 3319 | - | 2.552
after global placement | 4365 | 68.36 | 3.054
after detailed placement | 4365 | 68.36 | 3.054
after CTS | 4448 | 69.65 | 2.835
after global routing | 4448 | 69.65 | 2.851
final | 4448 | 69.65 | 2.833
[worst paths after layout]
| check | start | endpoint | cells after the start |
|---|---|---|---|
| setup / recovery | arg2[6] | res[30] | 15 |
| hold / removal | arg1[0] | res[0] | 3 |
[routing by layer]
layer,vias up,wire (um),part of all wire (%),track usage (%)
li1,1768,-,-,-
met1,1567,4682,52,43.72
met2,139,3729,41,40.01
met3,8,582,6.4,3.614
met4,0,76,0.84,2.003
met5,-,0,0,0
[power by group]
part           switching [uW]  internal [uW]
clock                    43.6           40.2
combinational             117            124
sequential               4.91            131
total                     166            295
No activity file was given, so power comes from the tool's default toggle rates.
