--- /design/flow/constraint.sdc ---
current_design alu_lite

set clk_period 192.3
set clk_io_pct 0.2

create_clock -name clk0 -period $clk_period [get_ports {clk}]

set non_clock_inputs [all_inputs -no_clocks]
set_input_delay [expr $clk_period * $clk_io_pct] -clock clk0 $non_clock_inputs
set_output_delay [expr $clk_period * $clk_io_pct] -clock clk0 [all_outputs]
--- /design/flow/design.v ---
module alu_lite #(
    parameter int DATA_WIDTH = 32,
    parameter bit N_CYCLE   = '1,      
    parameter type data_t  = logic[DATA_WIDTH-1:0]
) (
    input   logic       clk,
    input   logic       reset_n,
    input   logic[31:0] chunk,       
    input   data_t  arg1,
    input   data_t  arg2,
    output  data_t  res
);
    typedef struct packed {
        logic add;
        logic sub;
        logic shift_l;
        logic shift_r;
        logic mul_l;
        logic mul_h;
        logic div;
    } insn_t;
    insn_t dec;  
    always_comb begin
        dec = '0;
        case ({chunk[31:25], chunk[14:12]})
            10'b0000001_000: dec.add = '1;
            10'b0000001_010: dec.sub = '1;
            10'b0000010_000: dec.shift_l = '1;
            10'b0000010_010: dec.shift_r = '1;
            10'b0001000_000: dec.mul_l = '1;
            10'b0001000_001: dec.mul_h = '1;
            10'b0001000_010: dec.div = '1;
            default :  ;
        endcase
    end
    data_t addsub_res;
    assign addsub_res = arg1 + (arg2 ^ {DATA_WIDTH{dec.sub}}) + dec.sub;
    data_t shift_res;
    always_comb begin
        if (dec.shift_l)
            shift_res = arg1 << arg2;
        else
            shift_res = arg1 >> arg2;
    end
    logic[2*DATA_WIDTH-1:0] mul_res;
    assign mul_res = arg1 * arg2;
    data_t div_res;
    assign div_res = arg1 / arg2;
    data_t result;
    always_comb begin
        if (dec.add || dec.sub)
            result = addsub_res;
        else if (dec.shift_l || dec.shift_r)
            result = shift_res;
        else if (dec.mul_l)
            result = mul_res[DATA_WIDTH-1:0];
        else if (dec.mul_h)
            result = mul_res[2*DATA_WIDTH-1:DATA_WIDTH];
        else
            result = div_res;
    end
    if (N_CYCLE == '1) begin
        always_ff @(posedge clk)
            res <= result;
    end
    else begin
        assign res = result;
    end
endmodule
--- /design/flow/config.mk ---
export PLATFORM = sky130hd
export DESIGN_NAME = alu_lite
export DESIGN_NICKNAME = alu_lite
export VERILOG_FILES = /design/flow/design.v
export SDC_FILE = /design/flow/constraint.sdc
export NUM_CORES = 4
export LEC_CHECK = 1
export CORE_UTILIZATION = 40
export SYNTH_HDL_FRONTEND = slang
--- /design/flow/run.sh ---
#!/bin/bash
# OpenROAD 26Q1-2900-gdf79404cd8, Yosys 0.63+post, stock flow scripts
make -C /OpenROAD-flow-scripts/flow DESIGN_CONFIG=/design/flow/config.mk WORK_HOME=/design/flow/orfs finish
==> impl_metrics.toml <==
# synthesis and place-and-route metrics
[placement]
dpl.cell_count = 11000
hpwlAfterDp_um = 222000
port_buffers = 106
gp_congestion = 1.09
dpl-instance-area_um2 = 70200

[timing]
fmax_mhz = 7.90
relSlewSlack_pct = 22.3
hold_violations = 0
rsz0062_at_grt = "no"
setup_violations = 0
tns_ns = 0
worst_pin_slew_ns = 1.16
final_max_slew_viol_count = 0
finalCritPeriodShare_pct = 65.8
layout_min_cycle_time_ns = 126.52

[clocking]
clk_pin_slew_ns = 0.06
post_cts_buffers = 0
clockBufferDepth = 2
cts_resized = 0
cts-root-buf = "clkbuf_16"
numCtsBuffers = 5
htreeDepth = 2
cts_tree = "built"
hold_buffers = 0
cts.sinks = 32

[global_route]
grt_max_degree = 93
grt_pass1_wl_um = 412000
antenna_found_initial = 15
grt_overflow = 0
grt_use_total_pct = 34.5
first_global_vias = 62800

[run_status]
status = "completed"

[logic_synthesis]
synthArstFlopShare_pct = 0
top_area_share_pct = 27.0
syn_area_um2 = 66400
ys_types = 99
synth.largest_area_cell = "fa_1"
synth_area_per_cell_um2 = 7.48
ys_ff = 32
synth_top_cell_by_count = "nand2_1"
area_leaders = "fa_1 (27%), ha_1 (16%), nand2_1 (7.6%), inv_1 (6.4%), nor2_1 (4.2%)"
yosys_area_um2 = 66400
synthCells = 8875
common_cells = "nand2_1 (1352), inv_1 (1132), fa_1 (897), ha_1 (826), nor2_1 (746)"
ff_type = "dfxtp_1"
edf_count = 0
yosysWarnings = 0
ys_cells = 8875
ys_seq_share_pct = 0.965

[run]
drv_cap = 0
warnings = 54

[worst_setup_path]
crit_path_start_kind = "primary input"
crit_slowest_cell = "o31ai_1"
worstSetupPathType = "primary input to flip-flop"
slowest_delay_ns = 0.88
critPathRequiredTime_ns = 192.47
endpoint_kind = "flip-flop"
cp_common_cell = "ha_1"
arrival_ns = 126.69
cp_max_fo = 39

[drt]
routed_wl_um = 278000
drtPass1Iterations = 8
antenna_left = 0
drc = 0
vias = 63900
viasPerCell = 5.82
wl_per_cell_um = 25.4
drtIter0Drc = 4633

[floorplanning]
die-width_um = 409
rows = 149
io_pins = 130
die_y_um = 409
initial_core_util_pct = 40.3
die_area_um2 = 168000
coreArea_um2 = 165000

[final_layout]
syn_to_final_growth_pct = 5.99
top_regs = "res (32)"
largest_register_ffs = 32
stdcell_area_um2 = 70400
regMostFlops = "res"
drive_gt1_share_pct = 5.66
fin_cells = 11000

[min_path]
hold_class = "primary input to flip-flop"
cell type report:
cell class | count | area, µm²
clock inverter | 3 | 42.5
timing repair buffer | 335 | 2540
fill | 16600 | 94400
multi-input combinational | 7261 | 60000
clock buffer | 5 | 125
inverter | 1149 | 4320
sequential | 32 | 641
tap | 2189 | 2740
antenna | 5 | 12.5
cells in the final DEF, fill, tap and decap left out, types with 24 or more instances in the layout:
master,netlist,routed
o221ai_1,24,24
a211oi_1,60,59
clkdlybuf4s50_1,0,53
nand4_1,42,42
nor3_1,170,166
a21o_1,219,219
o21bai_1,59,59
o21ai_0,388,388
o31ai_1,43,42
and3_1,44,44
o21a_1,126,126
and2_1,126,126
a31oi_1,101,100
nor4_1,34,32
dfxtp_1,32,32
or3_1,80,80
mux2i_1,80,80
nor2b_1,53,53
ha_1,826,826
o21ai_1,35,33
mux2_2,75,75
buf_4,0,228
nor2_1,746,745
o211ai_1,74,74
or2_2,42,42
inv_1,1132,1127
nand2_1,1352,1351
nand2b_1,79,79
xnor2_1,291,291
xor2_1,177,177
nand3_1,125,125
fa_1,897,897
a21oi_1,508,508
o22ai_1,33,33
buf_2,3,52
layer usage:
metal	GRT usage (%)	vias to the layer above	routed length (µm)
met5	0.287	-	89
met4	13.4	10	14300
met3	12.3	425	31300
met2	50.7	2794	119000
met1	47.2	31200	113000
li1	-	29500	-
cell families (layout without fill, tap and decap cells):
logic type / count (synthesis) / in the layout / share of synthesized area (%)
adders and majority gates: 1723 / 1723 / 42.6
and+or+nand+nor: 2958 / 2958 / 19.6
DFF: 32 / 32 / 0.965
AOI/OAI and AO/OA: 1952 / 1952 / 19.1
other: 0 / 5 / 0
buffers and inverters: 1582 / 1492 / 8.95
muxes: 160 / 160 / 2.63
xor gates and xnor gates: 468 / 468 / 6.17
worst paths after layout:
| check | from | end | slack (ns) | cells past startpoint |
|---|---|---|---|---|
| worst max-delay path | arg2[17] | res[0] | 65.78 | 295 |
| worst min-delay path | chunk[12] | res[3] | 38.93 | 5 |
through the flow:
step	hold WS (ns)	setup WS, ns	util (%)
after floorplan	38.72	82.28	-
after global placement	39.13	67.78	42.6
after detailed placement	39.12	67.63	42.6
after CTS	38.92	67.59	42.7
after global routing	39.01	61.77	42.7
final	38.93	65.78	42.7
critical path, delay by kind of cell:
kind	cells	cell delay, ns
compound gates	161	49.29
simple gates	76	20.30
mux	5	1.98
buf+inv	22	6.03
fa+ha+maj	31	10.29
